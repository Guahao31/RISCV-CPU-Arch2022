==> /design/flow/config.mk <==
export PLATFORM = sky130hd
export DESIGN_NAME = cmu
export DESIGN_NICKNAME = cmu
export VERILOG_FILES = /design/flow/design.v
export SDC_FILE = /design/flow/constraint.sdc
export NUM_CORES = 4
export LEC_CHECK = 1
export CORE_UTILIZATION = 40
export SYNTH_MEMORY_MAX_BITS = 65536
==> /design/flow/design.v <==
module cache (
	input wire clk,   
	input wire rst,   
	input wire [ADDR_BITS-1:0] addr,   
    input wire load,     
	input wire store,   
	input wire edit,   
	input wire invalid,   
    input wire [2:0] u_b_h_w,  
	input wire [31:0] din,   
	output reg hit = 0,   
	output reg [31:0] dout = 0,   
	output reg valid = 0,   
	output reg dirty = 0,   
	output reg [TAG_BITS-1:0] tag = 0   
	);
    localparam 
    ADDR_BITS = 32,
    WORD_BYTES = 4,
    WORD_BYTES_WIDTH = 2,    
    WORD_BITS = (WORD_BYTES * 8),
    ELEMENT_WORDS = 4,
    ELEMENT_WORDS_WIDTH = 2,    
    BLOCK_WIDTH = (ELEMENT_WORDS_WIDTH + WORD_BYTES_WIDTH),    
    ELEMENT_NUM = 64,
    WAYS = 2,
    ELEMENT_INDEX_WIDTH = 6,    
    SET_INDEX_WIDTH = 5,    
    TAG_BITS = (ADDR_BITS - SET_INDEX_WIDTH - BLOCK_WIDTH);   
    wire [31:0] word1, word2;
    wire [15:0] half_word1, half_word2;
    wire [7:0]  byte1, byte2;
    wire recent1, recent2, valid1, valid2, dirty1, dirty2;
    wire [TAG_BITS-1:0] tag1, tag2;
    wire hit1, hit2;
    reg [ELEMENT_NUM-1:0] inner_recent = 0;
    reg [ELEMENT_NUM-1:0] inner_valid = 0;
    reg [ELEMENT_NUM-1:0] inner_dirty = 0;
    reg [TAG_BITS-1:0] inner_tag [0:ELEMENT_NUM-1];
    reg [31:0] inner_data [0:ELEMENT_NUM*ELEMENT_WORDS-1];
    integer i;
    initial begin
        for (i = 0; i < ELEMENT_NUM; i = i + 1)
            inner_tag[i] = 23'b0;
        for (i = 0; i < ELEMENT_NUM*ELEMENT_WORDS; i = i + 1)
            inner_data[i] = 32'b0;
    end
    wire [TAG_BITS-1:0] addr_tag;
    wire [SET_INDEX_WIDTH-1:0] addr_index;      
    wire [ELEMENT_INDEX_WIDTH-1:0] addr_element1; 
    wire [ELEMENT_INDEX_WIDTH-1:0] addr_element2;      
    wire [ELEMENT_INDEX_WIDTH+ELEMENT_WORDS_WIDTH-1:0] addr_word1;
    wire [ELEMENT_INDEX_WIDTH+ELEMENT_WORDS_WIDTH-1:0] addr_word2;  
    assign addr_tag = addr[ADDR_BITS-1:ADDR_BITS-TAG_BITS];
    assign addr_index = addr[SET_INDEX_WIDTH+ELEMENT_WORDS_WIDTH+WORD_BYTES_WIDTH-1:
                             ELEMENT_WORDS_WIDTH+WORD_BYTES_WIDTH];
    assign addr_element1 = {addr_index, 1'b0};
    assign addr_element2 = {addr_index, 1'b1};
    assign addr_word1 = {addr_element1, addr[ELEMENT_WORDS_WIDTH+WORD_BYTES_WIDTH-1:WORD_BYTES_WIDTH]};
    assign addr_word2 = {addr_element2, addr[ELEMENT_WORDS_WIDTH+WORD_BYTES_WIDTH-1:WORD_BYTES_WIDTH]};
    assign word1 = inner_data[addr_word1];
    assign word2 = inner_data[addr_word2];
    assign half_word1 = addr[1] ? word1[31:16] : word1[15:0];
    assign half_word2 = addr[1] ? word2[31:16] : word2[15:0];
    assign byte1 = addr[1] ?
                    addr[0] ? word1[31:24] : word1[23:16] :
                    addr[0] ? word1[15:8] :  word1[7:0]   ;
    assign byte2 = addr[1] ?
                    addr[0] ? word2[31:24] : word2[23:16] :
                    addr[0] ? word2[15:8] :  word2[7:0]   ;
    assign recent1 = inner_recent[addr_element1];
    assign recent2 = inner_recent[addr_element2];
    assign valid1 = inner_valid[addr_element1];
    assign valid2 = inner_valid[addr_element2];
    assign dirty1 = inner_dirty[addr_element1];
    assign dirty2 = inner_dirty[addr_element2];
    assign tag1 = inner_tag[addr_element1];
    assign tag2 = inner_tag[addr_element2];
    assign hit1 = valid1 & (tag1 == addr_tag);
    assign hit2 = valid2 & (tag2 == addr_tag);
    always @ (posedge clk) begin
        valid <= recent1 ? valid2 : valid1;
        dirty <= recent1 ? dirty2 : dirty1;
        tag <= recent1 ? tag2 : tag1;
        hit <= hit1 | hit2;
        if (load) begin
            if (hit1) begin
                dout <=
                    u_b_h_w[1] ? word1 :
                    u_b_h_w[0] ? {u_b_h_w[2] ? 16'b0 : {16{half_word1[15]}}, half_word1} :
                    {u_b_h_w[2] ? 24'b0 : {24{byte1[7]}}, byte1};
                inner_recent[addr_element1] <= 1'b1;
                inner_recent[addr_element2] <= 1'b0;
            end
            else if (hit2) begin
                dout <=
                    u_b_h_w[1] ? word2 :
                    u_b_h_w[0] ? {u_b_h_w[2] ? 16'b0 : {16{half_word2[15]}}, half_word2} :
                    {u_b_h_w[2] ? 24'b0 : {24{byte2[7]}}, byte2};
                inner_recent[addr_element1] <= 1'b0;
                inner_recent[addr_element2] <= 1'b1;
            end
        end
        else dout <= inner_data[ recent1 ? addr_word2 : addr_word1 ];
        if (edit) begin
            if (hit1) begin
                inner_data[addr_word1] <= 
                    u_b_h_w[1] ?         
                        din
                    :
                        u_b_h_w[0] ?     
                            addr[1] ?        
                                {din[15:0], word1[15:0]} 
                            :
                                {word1[31:16], din[15:0]} 
                        :    
                            addr[1] ?
                                addr[0] ?
                                    {din[7:0], word1[23:0]}    
                                :
                                    {word1[31:24], din[7:0], word1[15:0]}  
                            :
                                addr[0] ?
                                    {word1[31:16], din[7:0], word1[7:0]}    
                                :
                                    {word1[31:8], din[7:0]}  
                ;
                inner_dirty[addr_element1] <= 1'b1;
                inner_recent[addr_element1] <= 1'b1;
                inner_recent[addr_element2] <= 1'b0;
            end
            else if (hit2) begin
                inner_data[addr_word2] <= 
                    u_b_h_w[1] ?         
                        din
                    :
                        u_b_h_w[0] ?     
                            addr[1] ?        
                                {din[15:0], word2[15:0]} 
                            :
                                {word2[31:16], din[15:0]} 
                        :    
                            addr[1] ?
                                addr[0] ?
                                    {din[7:0], word2[23:0]}    
                                :
                                    {word2[31:24], din[7:0], word2[15:0]}  
                            :
                                addr[0] ?
                                    {word2[31:16], din[7:0], word2[7:0]}    
                                :
                                    {word2[31:8], din[7:0]}  
                ;
                inner_dirty[addr_element2] <= 1'b1;
                inner_recent[addr_element1] <= 1'b0;
                inner_recent[addr_element2] <= 1'b1;
            end
        end
        if (store) begin
            if (recent1) begin   
                inner_data[addr_word2] <= din;
                inner_valid[addr_element2] <= 1'b1;
                inner_dirty[addr_element2] <= 1'b0;
                inner_tag[addr_element2] <= addr_tag;
            end else begin
                inner_data[addr_word1] <= din;
                inner_valid[addr_element1] <= 1'b1;
                inner_dirty[addr_element1] <= 1'b0;
                inner_tag[addr_element1] <= addr_tag;
            end
        end
        if (invalid) begin
            inner_recent[addr_element1] <= 1'b0;
            inner_recent[addr_element2] <= 1'b0;
            inner_valid[addr_element1] <= 1'b0;
            inner_valid[addr_element2] <= 1'b0;
            inner_dirty[addr_element1] <= 1'b0;
            inner_dirty[addr_element2] <= 1'b0;
        end
    end
endmodule
module cmu (
		input clk,
		input rst,
		input [31:0] addr_rw,
		input en_r,
		input en_w,
        input [2:0] u_b_h_w,
		input [31:0] data_w,
		output [31:0] data_r,
		output stall,
		output reg mem_cs_o = 0,
		output reg mem_we_o = 0,
		output reg [31:0] mem_addr_o = 0,
		input [31:0] mem_data_i,
		output [31:0] mem_data_o,
		input mem_ack_i,
        output [2:0] cmu_state
	);
    localparam 
    ADDR_BITS = 32,
    WORD_BYTES = 4,
    WORD_BYTES_WIDTH = 2,    
    WORD_BITS = (WORD_BYTES * 8),
    ELEMENT_WORDS = 4,
    ELEMENT_WORDS_WIDTH = 2,    
    BLOCK_WIDTH = (ELEMENT_WORDS_WIDTH + WORD_BYTES_WIDTH),    
    ELEMENT_NUM = 64,
    WAYS = 2,
    ELEMENT_INDEX_WIDTH = 6,    
    SET_INDEX_WIDTH = 5,    
    TAG_BITS = (ADDR_BITS - SET_INDEX_WIDTH - BLOCK_WIDTH);   
    reg [ADDR_BITS-1:0] cache_addr = 0;
    reg cache_load = 0;
    reg cache_store = 0;
    reg cache_edit = 0;
    reg [2:0] cache_u_b_h_w = 0;
    reg [WORD_BITS-1:0] cache_din = 0;
    wire cache_hit;
    wire [WORD_BITS-1:0] cache_dout;
    wire cache_valid;
    wire cache_dirty;
    wire [TAG_BITS-1:0] cache_tag;
    cache CACHE (
        .clk(~clk),
        .rst(rst),
        .addr(cache_addr),
        .load(cache_load),
        .store(cache_store),
        .edit(cache_edit),
        .invalid(1'b0),
        .u_b_h_w(cache_u_b_h_w),
        .din(cache_din),
        .hit(cache_hit),
        .dout(cache_dout),
        .valid(cache_valid),
        .dirty(cache_dirty),
        .tag(cache_tag)
    );
    localparam
        S_IDLE = 0,
        S_PRE_BACK = 1,
        S_BACK = 2,
        S_FILL = 3,
        S_WAIT = 4;
    reg [2:0]state = 0;
    reg [2:0]next_state = 0;
    reg [ELEMENT_WORDS_WIDTH-1:0]word_count = 0;
    reg [ELEMENT_WORDS_WIDTH-1:0]next_word_count = 0;
    assign cmu_state = state;
    always @ (posedge clk) begin
        if (rst) begin
            state <= S_IDLE;
            word_count <= 2'b00;
        end
        else begin
            state <= next_state;
            word_count <= next_word_count;
        end
    end
    always @ (*) begin
        if (rst) begin
            next_state = S_IDLE;
            next_word_count = 2'b00;
        end
        else begin
            case (state)
                S_IDLE: begin
                    if (en_r || en_w) begin
                        if (cache_hit)
                            next_state = S_IDLE;
                        else if (cache_valid && cache_dirty)
                            next_state = S_PRE_BACK;
                        else
                            next_state = S_FILL;
                    end
                    next_word_count = 2'b00;
                end
                S_PRE_BACK: begin
                    next_state = S_BACK;
                    next_word_count = 2'b00;
                end
                S_BACK: begin
                    if (mem_ack_i && word_count == {ELEMENT_WORDS_WIDTH{1'b1}})     
                        next_state = S_FILL;
                    else
                        next_state = S_BACK;
                    if (mem_ack_i)
                        next_word_count = word_count + {{(ELEMENT_WORDS_WIDTH-1){1'b0}}, 1'b1};
                    else
                        next_word_count = word_count;
                end
                S_FILL: begin
                    if (mem_ack_i && word_count == {ELEMENT_WORDS_WIDTH{1'b1}})
                        next_state = S_WAIT;
                    else
                        next_state = S_FILL;
                    if (mem_ack_i)
                        next_word_count = word_count + {{(ELEMENT_WORDS_WIDTH-1){1'b0}}, 1'b1};
                    else
                        next_word_count = word_count;
                end
                S_WAIT: begin
                    next_state = S_IDLE;
                    next_word_count = 2'b00;
                end
            endcase
        end
    end
    always @ (*) begin
        case(state)
            S_IDLE, S_WAIT: begin
                cache_addr = addr_rw;
                cache_load = en_r;
                cache_edit = en_w;
                cache_store = 1'b0;
                cache_u_b_h_w = u_b_h_w;
                cache_din = data_w;
            end
            S_BACK, S_PRE_BACK: begin
                cache_addr = {addr_rw[ADDR_BITS-1:BLOCK_WIDTH], next_word_count, {ELEMENT_WORDS_WIDTH{1'b0}}};
                cache_load = 1'b0;
                cache_edit = 1'b0;
                cache_store = 1'b0;
                cache_u_b_h_w = 3'b010;
                cache_din = 32'b0;
            end
            S_FILL: begin
                cache_addr = {addr_rw[ADDR_BITS-1:BLOCK_WIDTH], word_count, {ELEMENT_WORDS_WIDTH{1'b0}}};
                cache_load = 1'b0;
                cache_edit = 1'b0;
                cache_store = mem_ack_i;
                cache_u_b_h_w = 3'b010;
                cache_din = mem_data_i;
            end
        endcase
    end
    assign data_r = cache_dout;
    always @ (*) begin
        case (next_state)
            S_IDLE, S_PRE_BACK, S_WAIT: begin
                mem_cs_o = 1'b0;
                mem_we_o = 1'b0;
                mem_addr_o = 32'b0;
            end
            S_BACK: begin
                mem_cs_o = 1'b1;
                mem_we_o = 1'b1;
                mem_addr_o = {cache_tag, addr_rw[ADDR_BITS-TAG_BITS-1:BLOCK_WIDTH], next_word_count, {ELEMENT_WORDS_WIDTH{1'b0}}};
            end
            S_FILL: begin
                mem_cs_o = 1'b1;
                mem_we_o = 1'b0;
                mem_addr_o = {addr_rw[ADDR_BITS-1:BLOCK_WIDTH], next_word_count, {ELEMENT_WORDS_WIDTH{1'b0}}};
            end
        endcase
    end
    assign mem_data_o = cache_dout;
    assign stall = (next_state != S_IDLE);
endmodule
==> /design/flow/run.sh <==
#!/bin/bash
# OpenROAD 26Q1-2900-gdf79404cd8, Yosys 0.63+post, stock flow scripts
make -C /OpenROAD-flow-scripts/flow DESIGN_CONFIG=/design/flow/config.mk WORK_HOME=/design/flow/orfs finish
==> /design/flow/constraint.sdc <==
current_design cmu

set clk_period 18.9
set clk_io_pct 0.2

create_clock -name clk0 -period $clk_period [get_ports {clk}]

set non_clock_inputs [all_inputs -no_clocks]
set_input_delay [expr $clk_period * $clk_io_pct] -clock clk0 $non_clock_inputs
set_output_delay [expr $clk_period * $clk_io_pct] -clock clk0 [all_outputs]
==> impl_metrics.json <==
{
  "overflow": 0,
  "synthCells": 18712,
  "grt_antenna_before_repair": 144,
  "cts_tree": "built",
  "ys_types": 101,
  "wl_per_cell_um": 33.18,
  "via_per_inst": 5.538,
  "start_kind": "flip-flop",
  "post-route-util_pct": 50.37,
  "path_clk_slew_ns": 0.03,
  "fp_util_pct": 40.20,
  "ys_area_mm2": 0.3999,
  "vias": 245177,
  "crit_chain": "clkdlybuf4s50_1",
  "synthArstFlopShare_pct": 0,
  "whs_path_depth": 2,
  "p_per_area_mw_per_mm2": 107.5,
  "worstReg2RegStart": "CACHE.inner_tag[3][18]",
  "setup_viol": 0,
  "hold_viol": 0,
  "coreArea_mm2": 0.9946,
  "ant_nets": 0,
  "cts-root-buf": "clkbuf_16",
  "drt_wl_total_mm": 1469,
  "area_leaders": "edfxtp_1 (73%), mux4_2 (18%), mux2i_1 (1.9%), nor2_1 (0.95%), dfxtp_1 (0.64%)",
  "syn_area_per_cell_um2": 21.37,
  "finalSetupTns_ns": 0,
  "worst_pin_slew_ns": 1.383,
  "drc_errors": 0,
  "critPathMaxFanout": 2,
  "cp_top_family": "buffers and inverters",
  "clockBufferDepth": 5,
  "whs_ns": 0.4426,
  "tool_warnings": 1033,
  "placed_cells": 32205,
  "status": "finished, final reports clean",
  "cts_buffers": 1126,
  "grtUsageTotal_pct": 32.33,
  "yosys.area.top_type": "edfxtp_1",
  "unclocked_regs": 107,
  "skew_ns": 0.2612,
  "r2r-end": "CACHE.inner_data[133][3]",
  "grt_pass1_wl_mm": 1995,
  "cp_data_arrival_time_ns": 11.46,
  "worstHoldStart": "CACHE.inner_recent[20]",
  "die.size.y_mm": 1.002,
  "synthTopCellsByCount": "edfxtp_1 (9,760), mux4_2 (3,122), nor2_1 (1,011), mux2i_1 (752), clkbuf_1 (655)",
  "synth_area_mm2": 0.3999,
  "rsz0062_at_grt": "no",
  "maxCapViolCount": 0,
  "chipArea_mm2": 1.004,
  "edf_count": 9760,
  "dp_hpwl_mm": 906.6,
  "reg2reg_slack_ns": 8.50,
  "slowest_stage": "clkdlybuf4s50_1",
  "grt_max_degree": 81,
  "place_ws_ns": 4.830,
  "port_buffers": 203,
  "final_cell_area_mm2": 0.5010,
  "cts_resized": 0,
  "htree_levels": 7,
  "slew_viol_final": 0,
  "reg2regPathDepth": 21,
  "rows": 366,
  "yosysWarnings": 2,
  "flop_cell": "edfxtp_1",
  "first_pass_iters": 6,
  "endpoint_kind": "primary output",
  "drt_iter0_drc": 18066,
  "io_pins": 206,
  "place_area_mm2": 0.4260,
  "routabilityCongestion": 1.043,
  "area.growth.synth_to_final_pct": 25.30,
  "top_cell_area_share_pct": 73.29,
  "finalNonFillerCells": 44274,
  "drive_gt1_share_pct": 21.77,
  "yosys_cells": 18712,
  "cp.required_ns": 15.12,
  "ys.flops": 9994,
  "critPathMaxStageDelay_ns": 0.48,
  "clk_latency_ns": 1.14,
  "yosysMostFrequentCell": "edfxtp_1",
  "untimed_endpoints": 1612,
  "path_class": "reg2out",
  "finalPower_mw": 53.85,
  "die_w_mm": 1.002,
  "timing.slew.headroom_pct": 5.130,
  "grt_pass1_vias": 276400,
  "leakagePower_nw": 198.7,
  "post_cts_buffers": 0,
  "hold_class": "reg2reg",
  "vdd_drop_max_v": 0.00009312,
  "holdPathEnd": "CACHE.inner_recent[20]",
  "setup_slack_ns": 3.655,
  "cp_num_buf_inv": 1,
  "cts_hold_buf": 0
}
[worst max-delay path by stage]
| stage | start | to | slack, ns | cells past startpoint |
|---|---|---|---|---|
| after CTS | CACHE.dout[9] | data_r[9] | 3.62 | 1 |
| after global routing | CACHE.dout[9] | data_r[9] | 3.61 | 1 |
| final | CACHE.dout[9] | data_r[9] | 3.66 | 1 |
[report_power, final]
group / internal (mW) / switching (mW) / total, mW
clock network: 15.9 / 14.0 / 29.9
registers: 23.9 / 0.000353 / 23.9
logic: 0.0236 / 0.0123 / 0.0359
total: 39.8 / 14.1 / 53.9
[metal layers]
layer	track usage, %	up-vias	part of all wire, %
met5	11.83	-	0.90
met4	21.65	270	7.5
met3	32.57	3849	21
met2	42.10	19918	44
met1	28.51	119032	26
li1	-	102108	-
[area by class of cell]
type / count / area, µm²
antenna: 249 / 623.1
clock buffer: 1155 / 28900
clock inverter: 10666 / 45470
fill: 78021 / 493600
inverter: 28 / 132.6
multi-input combinational: 7459 / 100300
sequential: 9994 / 297300
tap: 13248 / 16580
timing repair buffer: 1475 / 11730
[cell usage in the layout, fill, tap and decap left out, drive strengths merged, types with 178 or more instances in the layout]
cell type / n
a21oi: 498
a22oi: 178
buf: 1272
clkbuf: 1155
clkdlybuf4s50: 203
clkinvlp: 250
diode: 249
edfxtp: 9760
inv: 10236
mux2i: 752
mux4: 3122
nand2: 589
nor2: 1013
o22ai: 223
[state kept, by name, summed over array words and instances (netlist names), 2 cells and up]
| signal | count |
|---|---|
| CACHE.inner_valid | 64 |
| CACHE.inner_tag | 1472 |
| cache_din | 32 |
| CACHE.inner_dirty | 64 |
| CACHE.inner_recent | 32 |
| CACHE.tag | 23 |
| cache_u_b_h_w | 3 |
| state | 3 |
| next_state | 3 |
| next_word_count | 2 |
| word_count | 2 |
| mem_addr_o | 30 |
| CACHE.dout | 32 |
| cache_addr | 32 |
| CACHE.inner_data | 8192 |
[logic make-up (layout without fill, tap and decap cells)]
logic type | after synthesis | count (layout) | share of synthesized area [%]
AND-OR/OR-AND | 1530 | 1530 | 2.471
latches | 107 | 107 | 0.4026
flip-flops | 9887 | 9887 | 73.93
adder cells (fa/ha/maj) | 9 | 9 | 0.02754
other | 1 | 251 | 0.0009378
buffers and inverters | 1260 | 13324 | 1.421
multiplexers | 3923 | 3923 | 19.60
AND/OR/NAND/NOR | 1949 | 1949 | 2.043
XOR/XNOR | 46 | 46 | 0.1008
[worst reg2reg max path: stages, from the launching register on]
cell      delay, ns
edfxtp_1       0.34
mux4_2         0.50
mux4_2         0.52
and2_1         0.22
a21oi_1        0.40
xor2_1         0.35
o2111a_2       0.44
nand4_2        0.13
buf_4          0.38
nor2_4         0.92
buf_4          0.60
buf_4          0.50
buf_4          0.52
mux4_2         0.67
nand2_1        0.12
nand2_1        0.35
a31oi_1        0.93
o211ai_1       0.42
mux2_2         0.42
nand2_1        0.11
nand2_4        0.44
buf_4          0.55
