<file path="design/flow/run.sh">
#!/bin/bash
# OpenROAD 26Q1-2900-gdf79404cd8, Yosys 0.63+post, stock flow scripts
make -C /OpenROAD-flow-scripts/flow DESIGN_CONFIG=/design/flow/config.mk WORK_HOME=/design/flow/orfs finish
</file>
<file path="design/flow/config.mk">
export PLATFORM = sky130hd
export DESIGN_NAME = ExceptionUnit
export DESIGN_NICKNAME = ExceptionUnit
export VERILOG_FILES = /design/flow/design.v
export SDC_FILE = /design/flow/constraint.sdc
export NUM_CORES = 4
export LEC_CHECK = 1
export CORE_UTILIZATION = 40
</file>
<file path="design/flow/constraint.sdc">
current_design ExceptionUnit

set clk_period 12.4
set clk_io_pct 0.2

create_clock -name clk0 -period $clk_period [get_ports {clk}]

set non_clock_inputs [all_inputs -no_clocks]
set_input_delay [expr $clk_period * $clk_io_pct] -clock clk0 $non_clock_inputs
set_output_delay [expr $clk_period * $clk_io_pct] -clock clk0 [all_outputs]
</file>
<file path="design/flow/design.v">
`timescale 1ns / 1ps
module CSRRegs(
    input clk, rst,
    input[11:0] raddr, waddr,
    input[31:0] wdata,
    input csr_w,
    input[1:0] csr_wsc_mode,
    output[31:0] rdata,
    output[31:0] mstatus,
    input[31:0] mepc_in,
    input[31:0] mcause_in,
    input[31:0] mtval_in,
    input trap,
    input mret,
    output[31:0] mtvec_out,
    output[31:0] mepc_out
);
    reg[31:0] CSR [0:15];
    wire raddr_valid = raddr[11:7] == 5'h6 && raddr[5:3] == 3'h0;
    wire[3:0] raddr_map = (raddr[6] << 3) + raddr[2:0];
    wire waddr_valid = waddr[11:7] == 5'h6 && waddr[5:3] == 3'h0;
    wire[3:0] waddr_map = (waddr[6] << 3) + waddr[2:0];
    assign mstatus = CSR[0];
    assign rdata = CSR[raddr_map];
    always@(posedge clk or posedge rst) begin
        if(rst) begin
			CSR[0] <= 32'h88;
			CSR[1] <= 0;
			CSR[2] <= 0;
			CSR[3] <= 0;
			CSR[4] <= 32'hfff;
			CSR[5] <= 0;
			CSR[6] <= 0;
			CSR[7] <= 0;
			CSR[8] <= 0;
			CSR[9] <= 0;
			CSR[10] <= 0;
			CSR[11] <= 0;
			CSR[12] <= 0;
			CSR[13] <= 0;
			CSR[14] <= 0;
			CSR[15] <= 0;
		end
        else if(csr_w) begin
            case(csr_wsc_mode)
                2'b01: CSR[waddr_map] = wdata;
                2'b10: CSR[waddr_map] = CSR[waddr_map] | wdata;
                2'b11: CSR[waddr_map] = CSR[waddr_map] & ~wdata;
                default: CSR[waddr_map] = wdata;
            endcase          
        end
        else if(mret) begin
            CSR[9]      <= mepc_in;
            CSR[10]    <= mcause_in;
            CSR[11]     <= mtval_in;
            CSR[0][3]<= CSR[0][7];  
        end
        else if(trap) begin
            CSR[9]      <= mepc_in;
            CSR[10]    <= mcause_in;
            CSR[11]     <= mtval_in;
            CSR[0][7]<= CSR[0][3];
            CSR[0][3]<= 1'b0;  
            CSR[0][12:11]<=2'b11;
        end
    end
    assign mtvec_out    = CSR[5];
    assign mepc_out     = CSR[9];
endmodule
`timescale 1ns / 1ps
module ExceptionUnit(
    input clk, rst,
    input csr_rw_in,
    input[1:0] csr_wsc_mode_in,
    input csr_w_imm_mux,
    input[11:0] csr_rw_addr_in,
    input[31:0] csr_w_data_reg,
    input[4:0] csr_w_data_imm,
    output[31:0] csr_r_data_out,
    input interrupt,
    input illegal_inst,
    input l_access_fault,
    input s_access_fault,
    input ecall_m,
    input mret,
    input[31:0] epc_cur,
    input[31:0] epc_next,
    output[31:0] PC_redirect,
    output redirect_mux,
    output reg_FD_flush, reg_DE_flush, reg_EM_flush, reg_MW_flush, 
    output RegWrite_cancel
);
    reg[11:0] csr_waddr;
    reg[31:0] csr_wdata;
    reg csr_w;
    reg[1:0] csr_wsc;
    reg[11:0] csr_raddr;
    wire[31:0] mstatus;
    wire[31:0] csr_rdata;
    reg[31:0] mepc;
    reg[31:0] mcause;
    reg[31:0] mtval;
    wire[31:0] mtvec_out;
    wire[31:0] mepc_out;
    wire trap_maybe;
    assign trap_maybe = interrupt | (illegal_inst | l_access_fault | s_access_fault) | ecall_m;
    CSRRegs csr(.clk(clk),.rst(rst),.csr_w(csr_w),.raddr(csr_raddr),.waddr(csr_waddr),
        .wdata(csr_wdata),.rdata(csr_rdata),.mstatus(mstatus),.csr_wsc_mode(csr_wsc),
        .mepc_in(mepc), .mcause_in(mcause), .mtval_in(mtval), 
        .trap(mstatus[3] & trap_maybe), .mret(mret),
        .mtvec_out(mtvec_out), .mepc_out(mepc_out));
    always @(*) begin
        if(csr_rw_in) begin
            csr_waddr   <= csr_rw_addr_in;
            csr_wdata   <= csr_w_imm_mux ? csr_w_data_imm : csr_w_data_reg;
            csr_w       <= 1'b1;
            csr_wsc     <= csr_wsc_mode_in;
            csr_raddr   <= csr_rw_addr_in; 
        end else begin
            csr_waddr   <= 0;
            csr_wdata   <= 0;
            csr_w       <= 0;
            csr_wsc     <= 0;
            csr_raddr   <= 0;
        end
    end
    always @(*) begin
        if(mstatus[3]) begin
            if(interrupt) begin
                mepc    <= epc_next;
                mcause  <= (32'h8000000B);
                mtval   <= 0;
            end else if(illegal_inst) begin
                mepc    <= epc_cur;
                mcause  <= (32'h00000002);
                mtval   <= 0;
            end else if(l_access_fault) begin
                mepc    <= epc_cur;
                mcause  <= (32'h00000005);
                mtval   <= 0;
            end else if(s_access_fault) begin
                mepc    <= epc_cur;
                mcause  <= (32'h00000007);
                mtval   <= 0;
            end else if(ecall_m) begin
                mepc    <= epc_cur;
                mcause  <= (32'h0000000B);
                mtval   <= 0;
            end else begin
                mepc    <= 0;
                mcause  <= 0;
                mtval   <= 0;
            end
        end else begin
            mepc    <= 0;
            mcause  <= 0;
            mtval   <= 0;
        end
    end
    reg reg_FD_flush_EU, reg_DE_flush_EU, reg_EM_flush_EU, reg_MW_flush_EU;
    reg RegWrite_cancel_EU;
    always @(*) begin
        if(mstatus[3] & trap_maybe) begin
            reg_FD_flush_EU     <= 1'b1;
            reg_DE_flush_EU     <= 1'b1;
            reg_EM_flush_EU     <= 1'b1;
            reg_MW_flush_EU     <= 1'b1;
            RegWrite_cancel_EU  <= 1'b1;
        end else begin
            reg_FD_flush_EU     <= 0;
            reg_DE_flush_EU     <= 0;
            reg_EM_flush_EU     <= 0;
            reg_MW_flush_EU     <= 0;
            RegWrite_cancel_EU  <= 0;
        end
    end
    assign csr_r_data_out   = csr_rdata;
    assign PC_redirect      = mret ? mepc_out : mtvec_out;
    assign redirect_mux     = mret | (mstatus[3] & trap_maybe);
    assign reg_FD_flush     = reg_FD_flush_EU;
    assign reg_DE_flush     = reg_DE_flush_EU;
    assign reg_EM_flush     = reg_EM_flush_EU;
    assign reg_MW_flush     = reg_MW_flush_EU;
    assign RegWrite_cancel  = RegWrite_cancel_EU;
endmodule
</file>
==> run summary <==
Clock Latency Late Sink -> 0.60 ns
Final setup vio count -> 0
Dominant cell area share -> 53.81%
Share of cells above drive strength 1 -> 10.23%
Post-CTS Setup Bufs -> 0
Vias -> 19650
Status -> complete, no violations
Worst slew pin tran -> 0.9119 ns
Mapped Cells -> 2463
WP data required -> 9.92 ns
Worst Setup Start Kind -> primary input
Most common cell in the synthesized netlist -> nand2_1
Synth flops -> 512
Pleak -> 11.58 nW
Die extent in x -> 242.6 microns
Most used cell along the critical path -> buf_4
RSZ-0062 raised after global routing -> false
Setup_tns -> 0 ns
CP max stage delay -> 0.60 ns
Critical path cell sequence -> clkdlybuf4s50_1, buf_4, nor3b_2, buf_4, and2_1, buf_4, a22o_1, a211oi_1, nand4_1, nor2b_1, clkdlybuf4s50_1
Top FF cell, synth -> dfrtp_1
Total CTS buffers -> 55
CTS H-tree lvls -> 2
OpenROAD warning count -> 35
Clock root buffer -> clkbuf_16
Crit Path Class -> in -> out
Vias in the first global route -> 19420
Max-slew violations -> 0
Final WL -> 78720 microns
Crit path time final -> 8.797 ns
Max cap viols -> 0
Die height -> 242.6 microns
Count of library flops with an enable pin -> 0
Reg clk slew, reported paths -> 0.06 ns
Final hold violation count -> 0
First-pass GRT wire length -> 121400 microns
CTS resizes -> 0
Distinct cells, synth -> 62
Max Fclk -> 113.7 MHz
First drt pass iteration count -> 5
Post-route cell area -> 27520 sq um
Crit Path Max Fanout -> 23
Gpl congestion -> 0.8797
Max reg flops -> 512
Setup crit end kind -> primary output
# DRC -> 0
Syn avg cell area -> 9.403 sq um
Clock Sinks -> 512
Yosys top cell by area -> dfrtp_1
Row Count -> 87
Min-delay worst type -> reg -> reg
Ys Warns -> 3
Antenna violations before repair -> 0
Die ar. -> 58860 sq um
Remaining antenna violation count after routing -> 0
Psw -> 0.001116 W
All-Layer GR Usage -> 28.27%
Yosys cell count -> 2463
Clk_skew -> 0.01139 ns
Synthesized area -> 23160 sq um
Layout area overhead -> 18.84%
IO buf count -> 186
Initial Utilization -> 40.76%
Initial DRC count -> 1384
R2R Setup Slk -> 10.00 ns
# diodes -> 0
CTS tree -> yes
Sw Share -> 26.28%
Chip Area, Yosys -> 23160 sq um
Largest net degree at the start of global routing -> 111
Comb power frac -> 13.3%
Core region area -> 56820 sq um
Peak supply drop -> 99.25 uV
Routed vias/inst -> 5.853
Worst path slowest cell -> nor3b_2
Maximum clock path buffer count -> 3
Post-DP HPWL -> 47410 microns
Clock power share -> 39.2%
CTS Hold Buffers Added -> 0
Most flop-heavy register -> csr.CSR
# IOs -> 195
Cycle use final -> 70.94%
Synth Seq Share -> 55.40%
Top cells by area -> dfrtp_1 (54%), o21ai_0 (10%), nand2_1 (8.6%)
Async S/R FF share, synth -> 100.0%
Biggest regs -> csr.CSR: 512 flops
Top cells by count -> nand2_1 (530), dfrtp_1 (498), o21ai_0 (467)
Dpl cell area -> 25680 sq um
Global route total overflow -> 0
Cell Pwr Density -> 154.3 nW/um^2
Avg WL per Cell -> 23.45 microns
Power Internal -> 0.003131 W
Arrival @ worst endpoint -> 6.32 ns
Slew margin rel. -> 38.99%
Sequential power share -> 47.5%
==> kinds of logic (layout without fill, tap and decap cells) <==
logic type | after synthesis | after routing | synth area share, %
AND-OR/OR-AND | 882 | 882 | 23.17
AND/OR/NAND/NOR | 793 | 793 | 14.91
flip-flops | 512 | 512 | 55.40
buffers and inverters | 235 | 373 | 4.565
multiplexers | 41 | 41 | 1.956
==> final timing paths <==
kind | from | to | depth (start not counted)
setup / recovery | csr_rw_addr_in[6] | csr_r_data_out[10] | 11
hold reg to reg | csr.CSR[4][7] | csr.CSR[4][7] | 2
setup reg to reg | csr.CSR[10][2] | csr.CSR[0][2] | 7
max in group asynchronous | rst | csr.CSR[15][20] | 5
hold / removal | csr.CSR[4][7] | csr.CSR[4][7] | 2
min in group asynchronous | rst | csr.CSR[4][29] | 2
==> worst max-delay path: cells and delay by family <==
kind / cells / cell delay, ns
buf+inv: 5 / 1.95
compound gates: 2 / 0.35
simple gates: 4 / 1.49
==> layer usage <==
layer	routed length [microns]	global-route usage (%)	share of wire [%]	vias up
met5	0	0	0	-
met4	2107	6.197	2.7	0
met3	7833	9.337	10	150
met2	35970	42.42	46	888
met1	32810	41.61	42	9651
li1	-	-	-	8961
==> power by group through the flow <==
stage	Sequential [W]	Clock (W)	Combinational [W]
CTS	0.00202	0.00168	0.000570
global route	0.00205	0.00175	0.000640
finish	0.00202	0.00166	0.000565
==> placed cells by master, fill, tap and decap left out, types with 42 or more instances in the layout <==
cell type | Yosys | layout
a21oi_1 | 55 | 55
a22oi_1 | 176 | 176
a31oi_1 | 42 | 42
buf_4 | 6 | 78
clkbuf_16 | 0 | 57
clkdlybuf4s50_1 | 0 | 183
dfrtp_1 | 498 | 498
nand2_1 | 530 | 516
nor2_1 | 84 | 77
nor2b_1 | 43 | 42
o21ai_0 | 467 | 467
==> cell type report <==
cell class              count  area (sq um)
well taps                 756         945.9
repair buffers            265          2452
multi-input cells        1716          9427
clock inverters             5         75.07
fillers                  5029         29300
flip-flops and latches    512         12830
clock buffers              98          1770
inverters                   5         22.52
==> through the flow <==
| step | hold slack [ns] | total power [W] | instances | utilization (%) | setup slack [ns] |
|---|---|---|---|---|---|
| after global placement | 0.4534 | 0.002588 | 3254 | 45.19 | 3.656 |
| after detailed placement | 0.4606 | 0.002611 | 3254 | 45.19 | 3.701 |
| final | 0.4668 | 0.004247 | 3357 | 48.44 | 3.603 |
| after floorplan | 0.4418 | 0.002343 | 2463 | - | 2.979 |
| after global routing | 0.4874 | 0.004431 | 3357 | 48.44 | 3.500 |
| after CTS | 0.4690 | 0.004267 | 3357 | 48.44 | 3.677 |
No activity file was given, so power comes from the tool's default toggle rates.
